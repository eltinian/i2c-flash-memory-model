### design/flow/design.v
module adder(adderOut, addrCountOut);
output reg [7:0] adderOut;
input wire [7:0] addrCountOut;
assign adderOut = addrCountOut + 1;
endmodule
### design/flow/run.sh
#!/bin/bash
# OpenROAD 26Q1-2900-gdf79404cd8, Yosys 0.63+post, stock flow scripts
make -C /OpenROAD-flow-scripts/flow DESIGN_CONFIG=/design/flow/config.mk WORK_HOME=/design/flow/orfs finish
### design/flow/config.mk
export PLATFORM = sky130hd
export DESIGN_NAME = adder
export DESIGN_NICKNAME = adder
export VERILOG_FILES = /design/flow/design.v
export SDC_FILE = /design/flow/constraint.sdc
export NUM_CORES = 4
export LEC_CHECK = 1
export CORE_AREA = 10 10 70 70
export DIE_AREA = 0 0 80 80
### design/flow/constraint.sdc
current_design adder

set clk_period 1.3
set clk_io_pct 0.2

create_clock -name clk0 -period $clk_period

set non_clock_inputs [all_inputs -no_clocks]
set_input_delay [expr $clk_period * $clk_io_pct] -clock clk0 $non_clock_inputs
set_output_delay [expr $clk_period * $clk_io_pct] -clock clk0 [all_outputs]
==> flow_metrics.tcl <==
# metrics dict for downstream scripts
set metrics [dict create \
    die_h_um 80 \
    grt_max_degree 5 \
    slowest_delay_ns 0.23 \
    placedCellCount 84 \
    slowest_stage "dlygate4sd2_1" \
    path_class "input port to primary output" \
    max_slew_margin_pct 91.3 \
    num-clock-buffers 0 \
    instances_no_fill 87 \
    grt_pass1_wl_um 959 \
    syn_to_final_growth_pct 267 \
    synth_cell_types 10 \
    crit_path_max_fanout 3 \
    grt.total_usage_pct 1.87 \
    p_comb_share_pct 100.0 \
    ios 16 \
    viasPerCell 2.25 \
    maxCapViolCount 0 \
    drive_gt1_share_pct 58.5 \
    yosysWarnings 1 \
    synth-xor-area-share_pct 45.2 \
    fill_cells 401 \
    holdPathEnd "adderOut[5]" \
    synthAdderAreaFrac_pct 10.8 \
    hold_violations 0 \
    status "finished, final reports clean" \
    port_buffers 16 \
    power.density_nw_per_um2 244 \
    ys_seq_share_pct 0 \
    drtAntennaViolNets 0 \
    top_area_cell "xnor2_1" \
    hpwl_um 543 \
    fmax_mhz 788 \
    ff_count 0 \
    initCoreUtil_pct 3.41 \
    ys_cells 16 \
    power_frac_seq_pct 0 \
    antenna_found_initial 0 \
    fp-row-count 21 \
    grt-ovfl-total 0 \
    grt_pass1_vias 194 \
    min-delay-start "addrCountOut[5]" \
    path_cells "buf_6, ha_4, buf_4, xor2_1, dlygate4sd2_1" \
    drc_errors 0 \
    rsz0062_at_grt "yes" \
    wl_per_cell_um 7.52 \
    n_antenna_cell 0 \
    peakVddDrop_v 0.0000266 \
    synth_cells 16 \
    synth.avg_cell_area_sq_um 7.27 \
    yosys-mux-area-fraction_pct 0 \
    p_sw_mw 0.0365 \
    coreArea_sq_um 3420 \
    pre_cts_ws_ns -0.755 \
    hold_slack_ns 0.894 \
    hold_buffers 0 \
    end_kind "primary output" \
    min_path_cells 4 \
    worst_slew_pin_slew_ns 0.131 \
    top_area_share_pct 22.6 \
    yosys.area_share.aoi_pct 0 \
    slew_viol_final 0 \
    synth.logic.top_family "XOR/XNOR gates" \
    pwr-share-clk_pct 0 \
    power_mw 0.104 \
    area_leaders "xnor2_1 (23%), xor2_1 (23%), ha_1 (11%)" \
    via_count 196 \
    setup_viol 0 \
    mostFrequentLayoutCells "buf_4 (7), buf_2 (6), dlygate4sd2_1 (5)" \
    syn_area_sq_um 116 \
    hold_path_class "input port to primary output" \
    setup_slack_ns 0.0302 \
    drt-initial-drc-count 5 \
    ys_chip_area_sq_um 116 \
    mostFrequentLayoutCell "buf_4" \
    fin_crit_sh_pct 97.7 \
    cellLeakagePower_nw 0.188 \
    critPathArrivalTime_ns 1.01 \
    simple_gate_area_share_pct 40.9 \
    first_pass_iters 3 \
    internal_power_mw 0.0678 \
    critical_path_required_ns 1.04 \
    wirelength_um 654 \
    fin_crit_ns 1.27 \
    warnings 34 \
    gp_congestion 0.718 \
    fp.dieW_um 80 \
    chipArea_sq_um 6400 \
    seqCellArea_sq_um 0 \
    cp-start-kind "input port" \
    switching_share_pct 35.0 \
]
==> cell usage after synthesis <==
library cell / count
nand3_1: 2
nor2_1: 1
inv_1: 1
nand3_2: 1
xor2_1: 3
and3_1: 1
xnor2_1: 3
nand2_1: 2
nor3_2: 1
ha_1: 1
==> power groups by stage <==
stage,registers (mW),logic [mW],clock network [mW]
4_1_cts,0,0.0948,0
5_1_grt,0,0.115,0
6_report,0,0.104,0
==> layout make-up <==
class	instances	area (sq um)	share of cell area, %
inverter	1	3.75	0.880
multi-input combinational	15	159	37.2
tap	46	57.6	13.5
timing repair buffer	25	206	48.4
==> layer usage <==
layer / track usage, % / vias up / routed length [um] / part of all wire, %
met3: 0.455 / 0 / 89 / 14
met4: 0 / 0 / 0 / 0
met5: 0 / - / 0 / 0
met1: 2.37 / 81 / 278 / 43
met2: 3.29 / 10 / 285 / 44
li1: - / 105 / - / -
==> worst max-delay path, delay by kind of cell <==
kind | cells | cell delay (ns)
XOR/XNOR | 1 | 0.13
adder cells (fa/ha/maj) | 1 | 0.16
buffers and inverters | 3 | 0.47
==> timing repair <==
action,4_1_cts,5_1_grt
pin swaps,6,4
setup endpoints to repair,8,5
gates resized,44,15
endpoints found under the hold margin,0,0
buffers inserted,2,1
==> worst max path at each step <==
stage,from,to,slack [ns]
4_1_cts,addrCountOut[4],adderOut[6],-0.01
5_1_grt,addrCountOut[0],adderOut[7],-0.05
6_report,addrCountOut[1],adderOut[2],0.03
==> cell families (layout without fill, tap and decap cells) <==
family | count (synthesis) | count (layout)
simple gates | 8 | 8
xor+xnor | 6 | 6
buf+inv | 1 | 26
fa+ha+maj | 1 | 1
==> through the flow <==
| step | area [sq um] | utilization, % | TNS [ns] |
|---|---|---|---|
| floorplan | 116 | - | 0 |
| global placement | 379 | 11.1 | -4.87 |
| detailed placement | 379 | 11.1 | -4.95 |
| CTS | 395 | 11.6 | -0.00991 |
| global route | 427 | 12.5 | -0.0523 |
| finish | 427 | 12.5 | 0 |
Power is estimated from default activity; no workload was simulated.
