==> flow/design.v <==
module flipflop(addrOut, addrIn, SCL);
output reg [15:0] addrOut;
input wire [15:0] addrIn;
input wire SCL; 
always@(negedge SCL)
begin
	addrOut = addrIn; 
end
endmodule
==> flow/run.sh <==
#!/bin/bash
# OpenROAD 26Q1-2900-gdf79404cd8, Yosys 0.63+post, stock flow scripts
make -C /OpenROAD-flow-scripts/flow DESIGN_CONFIG=/design/flow/config.mk WORK_HOME=/design/flow/orfs finish
==> flow/config.mk <==
export PLATFORM = sky130hd
export DESIGN_NAME = flipflop
export DESIGN_NICKNAME = flipflop
export VERILOG_FILES = /design/flow/design.v
export SDC_FILE = /design/flow/constraint.sdc
export NUM_CORES = 4
export LEC_CHECK = 1
export CORE_AREA = 10 10 72 72
export DIE_AREA = 0 0 82 82
==> flow/constraint.sdc <==
current_design flipflop

set clk_period 1.0
set clk_io_pct 0.2

create_clock -name clk0 -period $clk_period [get_ports {SCL}]

set non_clock_inputs [all_inputs -no_clocks]
set_input_delay [expr $clk_period * $clk_io_pct] -clock clk0 $non_clock_inputs
set_output_delay [expr $clk_period * $clk_io_pct] -clock clk0 [all_outputs]
==> impl_metrics.env <==
# flow metrics
export IMPL_run_status="finished with violations"
export IMPL_violations="setup timing"
export IMPL_postSynthCellCount=17
export IMPL_post_synth_main_logic_family="buffers and inverters"
export IMPL_worst_hold_slack_ps=833.4
export IMPL_layout_area_seq_um2=325.3
export IMPL_antenna_diode_count=0
export IMPL_synth_yosys_chip_area_um2=324.1
export IMPL_xor_share_pct=0
export IMPL_largest_reg_flops=16
export IMPL_fraction_of_layout_instances_using_a_drive_strength_above_1_pct=35.29
export IMPL_min_delay_path_class="in -> reg"
export IMPL_io_pin_count=33
export IMPL_relative_slew_margins_pct=95.80
export IMPL_yosysCellCount=17
export IMPL_core_region_area_um2=3689
export IMPL_dieHeight_um=82
export IMPL_total_leakage_power_nw=0.3675
export IMPL_dieArea_um2=6724
export IMPL_grt_setup_unrepaired="true"
export IMPL_route_detailed_vias_per_inst=2.612
export IMPL_critical_path_buf_inv_count=1
export IMPL_drt_pass1_iterations=2
export IMPL_critPathRequiredTime_ps=800
export IMPL_top_area_share_pct=98.84
export IMPL_logic_gates=0
export IMPL_worst_path_max_delay_cell="dfxtp_2"
export IMPL_groute_usage_overall_pct=3.119
export IMPL_tritoncts="built"
export IMPL_p_r_area_growth_vs_syn_pct=125.9
export IMPL_grt_first_pass_wirelength_um=1566
export IMPL_numSynthFlops=16
export IMPL_clk_pin_slew_ps=30
export IMPL_hold_viol_final=0
export IMPL_root_buffer="clkbuf_8"
export IMPL_finalWorstSetupSlack_ps=-411.5
export IMPL_globalRoute_totalOverflow=0
export IMPL_die_width_um=82
export IMPL_avgRoutedWirePerCell_um=8.828
export IMPL_drt_iter0_markers=1
export IMPL_warnings=43
export IMPL_adder_share_pct=0
export IMPL_max_slew_worst_pin_slew_ps=63.06
export IMPL_timing_critical_path_max_delay_family="flip-flops"
export IMPL_netlist_cell_type_count=2
export IMPL_core_utilization_at_floorplan_pct=8.786
export IMPL_grt_max_degree=10
export IMPL_n_fill_cell=420
export IMPL_design_area_um2=732.0
export IMPL_synthSimpleGateAreaFrac_pct=0
export IMPL_top_cells_by_area_in_the_synthesized_netlist="dfxtp_1 (99%), inv_1 (1.2%)"
export IMPL_max_cap_violations=0
export IMPL_port_buffer_count=32
export IMPL_ctsLongestPathBuffers=2
export IMPL_slew_viol_final=0
export IMPL_crit_path_end_kind="primary output"
export IMPL_timing_critical_path_fanout_max=1
export IMPL_synth_cellmix_compoundShare_pct=0
export IMPL_first_global_vias=333
export IMPL_synth_largest_area_cell="dfxtp_1"
export IMPL_critPathLaunchType="flip-flop"
export IMPL_vdd_ir_drop_worst_uv=818.1
export IMPL_post_synthesis_instance_area_um2=324.1
export IMPL_setup_violations=16
export IMPL_arrival_ps=1210
export IMPL_ys_sh_mux_pct=0
export IMPL_row_count=22
export IMPL_seq_area_frac_synth_pct=98.84
export IMPL_drt_total_wl_um=1024
export IMPL_yosysWarningCount=1
export IMPL_worst_path_largest_cell_delay_ps=300
export IMPL_drc_viols=0
export IMPL_crit_path_cell_trace="buf_2"
export IMPL_tritoncts_buffers=3
export IMPL_post_cts_repair_setup_buffers=0
export IMPL_syn_mean_instance_area_um2=19.06
export IMPL_cellPowerDensity_nw_per_um2=2008
export IMPL_place_congestion=0.7498
export IMPL_logic_area_um2=0
export IMPL_h_tree_depth=1
export IMPL_clock_sinks=16
export IMPL_timing_worst_setup_path_type="reg -> out"
export IMPL_detailroute_via_count=303
export IMPL_grt_antenna_before_repair=0
export IMPL_placement_cell_area_um2=704.4
export IMPL_drt_antenna_violating_nets=0
synth_stat cells:
library cell	count
dfxtp_1	16
inv_1	1
what timing repair did:
| item | 4_1_cts | 5_1_grt |
|---|---|---|
| hold buffers | 0 | 0 |
| setup endpoints to repair | 16 | 16 |
| resized | 49 | 3 |
| hold endpoints to repair | 0 | 0 |
metrics by stage:
stage                     power [mW]  worst slack, ps  setup TNS (ps)  cells  util, %
after detailed placement      0.9205           -467.4          -10770     97    19.10
after global routing           1.617           -468.5           -7062    116    19.84
after floorplan               0.7890            38.49               0     17        -
after global placement        0.9199           -459.5          -10740     97    19.10
after CTS                      1.514           -429.6           -6560    116    19.74
final                          1.470           -411.5           -6349    116    19.84
cell type report:
type | instances | area share (%)
clock inverter | 17 | 8.889
sequential | 16 | 44.44
clock buffer | 3 | 5.641
tap | 48 | 8.205
timing repair buffer | 32 | 32.82
worst paths after layout:
| check | startpoint | endpoint | slack (ps) | depth (start not counted) |
|---|---|---|---|---|
| max | addrOut[14] | addrOut[14] | -410 | 1 |
| min | addrIn[14] | addrOut[14] | 830 | 1 |
cells by family (layout without fill, tap and decap cells):
| logic type | count (synthesis) | after routing |
|---|---|---|
| flops | 16 | 16 |
| buf+inv | 1 | 52 |
layout by cell type, fill, tap and decap left out:
cell / netlist / layout
inv_1: 1 / 16
buf_2: 0 / 16
dfxtp_2: 0 / 4
clkinvlp_2: 0 / 1
clkdlybuf4s50_1: 0 / 16
dfxtp_1: 16 / 12
clkbuf_8: 0 / 3
power by group:
part / total [mW] / switching, mW / internal (mW) / leakage, nW
Clock: 0.696 / 0.339 / 0.358 / 0.107
Combinational: 0.0872 / 0.0129 / 0.0743 / 0.126
Sequential: 0.686 / 0.00671 / 0.680 / 0.135
layer usage:
layer	part of all wire (%)	global-route usage [%]
met1	36	2.550
met2	36	3.605
met3	28	4.846
met4	0.29	1.531
met5	0	0
Power figures rest on the tool's default switching activity, not on a simulated workload.
